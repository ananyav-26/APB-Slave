$ cat run.sh
#!/bin/bash
# OpenROAD 26Q1-2900-gdf79404cd8, Yosys 0.63+post, stock flow scripts
make -C /OpenROAD-flow-scripts/flow DESIGN_CONFIG=/design/flow/config.mk WORK_HOME=/design/flow/orfs finish
$ cat config.mk
export PLATFORM = sky130hd
export DESIGN_NAME = apb_slave
export DESIGN_NICKNAME = apb_slave
export VERILOG_FILES = /design/flow/design.v
export SDC_FILE = /design/flow/constraint.sdc
export NUM_CORES = 4
export LEC_CHECK = 1
export CORE_UTILIZATION = 30
$ cat constraint.sdc
current_design apb_slave

set clk_period 5.0
set clk_io_pct 0.2

create_clock -name clk0 -period $clk_period [get_ports {PCLK}]

set non_clock_inputs [all_inputs -no_clocks]
set_input_delay [expr $clk_period * $clk_io_pct] -clock clk0 $non_clock_inputs
set_output_delay [expr $clk_period * $clk_io_pct] -clock clk0 [all_outputs]
$ cat design.v
interface apb_if(input logic clk);
  logic        PRESETn;
  logic        PSEL;        
  logic        PENABLE;     
  logic        PWRITE;      
  logic [3:0]  PADDR;       
  logic [31:0] PWDATA;      
  logic [31:0] PRDATA;      
  logic        PREADY;      
endinterface
module apb_slave #(
  parameter ADDR_WIDTH = 4,
  parameter DATA_WIDTH = 32
)(
  input  logic                  PCLK,        
  input  logic                  PRESETn,     
  input  logic                  PSEL,        
  input  logic                  PENABLE,     
  input  logic                  PWRITE,      
  input  logic [ADDR_WIDTH-1:0] PADDR,       
  input  logic [DATA_WIDTH-1:0] PWDATA,      
  output logic [DATA_WIDTH-1:0] PRDATA,      
  output logic                  PREADY       
);
  logic [DATA_WIDTH-1:0] registers [0:3];
  always_ff @(posedge PCLK or negedge PRESETn) begin
    if (!PRESETn) begin
      registers[0] <= 0;
      registers[1] <= 0;
      registers[2] <= 0;
      registers[3] <= 0;
    end else begin
      if (PSEL && PENABLE && PWRITE)
        registers[PADDR[1:0]] <= PWDATA;   
    end
  end
  always_comb begin
    PREADY = 1;   
    if (PSEL && PENABLE && !PWRITE)
      PRDATA = registers[PADDR[1:0]];   
    else
      PRDATA = 0;
  end
endmodule
==> flow_summary.yaml <==
# yosys + openroad results
drt:
  via_cell_ratio: 4.597
  drc: 0
  ant_nets: 0
  route.detailed.wl_per_inst_um: 17.55
  num_antenna_cells: 0
  first_iteration_detailed_routing_drc_count: 96
  vias: 3227
  drt_pass1_iterations: 4
  routed_wirelength_um: 12320
synth:
  yosys-stat-area_sq_mm: 0.005904
  synth_flop_count: 128
  ys_warnings: 2
  synthXorXnorAreaFrac: 0
  post_synthesis_cells: 355
  logic_family: "multiplexers"
  compound_area_frac: 0
  post_synth_fa_ha_maj_area_fraction: 0
  synthDistinctLibCells: 17
  synth.largest_area_cell: "sky130_fd_sc_hd__dfrtp_1"
  synth_simple_gate_area_share: 0.04153
  synth.top_cells.by_area: "sky130_fd_sc_hd__dfrtp_1 54%, sky130_fd_sc_hd__mux2_2 18%, sky130_fd_sc_hd__mux4_2 12%, sky130_fd_sc_hd__mux2_4 7.6%, sky130_fd_sc_hd__nor2b_1 3.5%"
  ys_cells: 355
  postSynthAreaPerCell_sq_um: 16.63
  netlist.area_leader.share: 0.5425
  synth.mux.area_fraction: 0.3853
  seq_area_frac_synth: 0.5425
  synthesis.area_sq_mm: 0.005904
sta:
  worst_pin_slew_ps: 806.2
  final.period_utilization: 0.8076
  timing.max_slew.rel_slack: 0.4625
  final-hold-violation-count: 0
  grt_setup_unrepaired: "false"
  setup_viol_count_final: 0
  worst_hold_slack_ps: 371.8
  fin_tns_setup_ps: 0
  minimum_clock_period_ps: 4038
  drv_slew: 0
  fin_skew_ps: 0
  max_freq_mhz: 247.7
clock_tree:
  cts_setup_buffers: 0
  cts_root_buf: "sky130_fd_sc_hd__clkbuf_16"
  numCtsBuffers: 17
  total_number_of_h_tree_levels: 4
  clock.latency.late_pin_ps: 400
  post_cts_hold_buffer_count: 0
  clk_path_buf_depth: 2
  worst_setup_hold_path_clk_slew_ps: 50
  cts-resized-gates: 0
  cts.sink_count: 128
  clock_tree_from_tritoncts: "built"
worst_hold_path:
  min_path_type: "primary input to asynchronous set/reset pin"
power:
  total_power_uw: 3078
  clock_power_share: 0.375
  power_switching_share: 0.2191
  max-vdd-ir-drop_v: 0.0002403
  power.switching_uw: 674.5
  combinationalPowerShare: 0.172
  internal_power_uw: 2404
  power.density_mw_per_mm2: 415.7
  power.share.sequential: 0.453
  power.leakage_uw: 0.003147
flow_run:
  maxCapViolCount: 0
  warnings: 27
floorplan:
  die_x_um: 142.3
  i_o_pins: 74
  core_box_area_sq_mm: 0.01902
  die_y_um: 142.3
  floorplan.rows: 50
  initCoreUtil: 0.3105
  floorplan.die_area_sq_mm: 0.02025
worst_setup_path:
  worst-r2r-setup-slack_ps: 4220
  reg2reg_to: "registers[1][7]"
  timing_worst_setup_path_type: "primary input to output pin"
  critical_path.endpoint_type: "output pin"
  timing.reg2reg.worst_path_depth: 1
  cp.arrival_ps: 3040
  timing.critical_path.from_type: "primary input"
  critical_path_peak_fanout: 22
  worst_setup_path_startpoint: "PENABLE"
  regToRegStartpoint: "registers[1][7]"
  setup.worst_path.end: "PRDATA[14]"
  required_ps: 4000
place:
  hpwlAfterDp_um: 7662
  io_buffers: 70
  routabilityCongestion: 0.7137
finish:
  layout-drive-gt1-share: 0.4502
  area.growth.synth_to_final_pct: 25.41
  layout_top_registers: "registers (128)"
  number_of_flip_flops_in_the_largest_register: 128
  final_layout_top_logic_cells: "128 x sky130_fd_sc_hd__dfrtp_1, 92 x sky130_fd_sc_hd__mux2_2, 67 x sky130_fd_sc_hd__clkdlybuf4s50_1, 33 x sky130_fd_sc_hd__nor2b_1, 32 x sky130_fd_sc_hd__mux4_2"
  most_frequent_logic_cell_in_the_layout: "sky130_fd_sc_hd__dfrtp_1"
  registers.top_by_ff_count: "registers"
grt:
  antenna_found_initial: 0
  first_global_vias: 3600
  overflow: 0
  largest_net_degree_at_the_start_of_global_routing: 65
  track_usage: 0.1362
  global_route_wire_length_before_repair_um: 20040
run_status:
  run_status: "completed"
[cells in the mapped netlist, drive strengths merged]
library cell  count
nand3b            1
or2               1
nand4             2
mux2            128
and4              1
conb              1
buf              20
nor2              1
clkbuf            6
nor2b            33
mux4             32
dfrtp           128
inv               1
[cell type report]
class / count / area [sq um]
multi-input combinational: 200 / 2532
sequential: 128 / 3203
fill: 1788 / 11610
inverter: 1 / 3.754
clock buffer: 26 / 509.2
tap: 260 / 325.3
clock inverter: 5 / 52.55
timing repair buffer: 82 / 778.2
[how the worst min path moves through the flow]
stage	from	endpoint	slack [ps]	depth (start not counted)
CTS	PRESETn	registers[2][13]	350	1
global route	PRESETn	registers[2][13]	350	1
finish	PRESETn	registers[2][13]	370	1
[worst max-delay path, stage by stage]
cell,delay [ps]
sky130_fd_sc_hd__clkdlybuf4s50_1,520
sky130_fd_sc_hd__nand3b_1,420
sky130_fd_sc_hd__buf_4,420
sky130_fd_sc_hd__nor2b_1,190
sky130_fd_sc_hd__clkdlybuf4s50_1,480
[power by group through the flow]
stage         clock network (uW)  logic (uW)  registers, uW
CTS                         1190         541           1390
global route                1240         577           1430
finish                      1150         530           1390
[metal layers]
metal | part of all wire | vias to the layer above | routed length [um] | global-route usage
met3 | 0.048 | 10 | 587 | 0.03907
met4 | 0.011 | 0 | 133 | 0.01528
met2 | 0.47 | 69 | 5782 | 0.2092
met5 | 0 | - | 0 | 0
met1 | 0.47 | 1694 | 5815 | 0.2050
li1 | - | 1454 | - | -
[kinds of logic after synthesis]
logic type,Yosys count
flops,128
buf+inv,27
simple gates,39
mux,160
other cells,1
[through the flow]
step / worst slack [ps] / area [sq um] / utilization / instances
floorplan: 2041 / 5904 / - / 355
global placement: 781.4 / 6843 / 0.3598 / 671
detailed placement: 809.3 / 6843 / 0.3598 / 671
CTS: 812.4 / 7405 / 0.3893 / 702
global route: 741.8 / 7405 / 0.3893 / 702
finish: 962.2 / 7405 / 0.3893 / 702
Power figures rest on the tool's default switching activity, not on a simulated workload.
